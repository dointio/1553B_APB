## flow/design.v

```verilog
module APB_Slave#(
    parameter DATAWIDTH = 32,
    parameter ADDRWIDTH = 8
)(
    APB_SEL,
    APB_ENABLE,
    APB_ADDR,
    APB_WRITE,
    APB_RESETn,
    APB_CLK,
    APB_WDATA,
    APB_RDATA,
    APB_READY
);
localparam integer ADDR_LSB = (DATAWIDTH/32) + 1;
input                       APB_SEL;           
input                       APB_ENABLE;             
input                       APB_WRITE;          
input                       APB_RESETn;            
input                       APB_CLK;            
input      [DATAWIDTH-1:0]  APB_ADDR;           
input      [DATAWIDTH-1:0]  APB_WDATA;          
output reg [DATAWIDTH-1:0]  APB_RDATA;          
output reg                  APB_READY;
reg [DATAWIDTH-1:0] Slave_reg [63:0];        
wire [(ADDRWIDTH-ADDR_LSB-1):0] num;
assign num = APB_ADDR[(ADDRWIDTH-1):ADDR_LSB];   
always @(posedge APB_CLK or negedge APB_RESETn ) begin
    if (!APB_RESETn) begin
        APB_RDATA <= 32'h0000_0000;
        APB_READY <= 0;
    end        
    else begin
        if (APB_SEL & APB_ENABLE) begin
            if (APB_WRITE)   Slave_reg[num] <= APB_WDATA;  
            APB_READY <= 0;   
        end
        else if (APB_SEL & (~APB_ENABLE)) begin   
            if (!APB_WRITE)  APB_RDATA <= Slave_reg[num];
            APB_READY <= 1;
        end
        else begin
            APB_READY <= 0;
        end    
    end
end
endmodule
```

## flow/run.sh

```bash
#!/bin/bash
# OpenROAD 26Q1-2900-gdf79404cd8, Yosys 0.63+post, stock flow scripts
make -C /OpenROAD-flow-scripts/flow DESIGN_CONFIG=/design/flow/config.mk WORK_HOME=/design/flow/orfs finish
```

## flow/config.mk

```make
export PLATFORM = sky130hd
export DESIGN_NAME = APB_Slave
export DESIGN_NICKNAME = APB_Slave
export VERILOG_FILES = /design/flow/design.v
export SDC_FILE = /design/flow/constraint.sdc
export NUM_CORES = 4
export LEC_CHECK = 1
export CORE_UTILIZATION = 40
```

## flow/constraint.sdc

```tcl
current_design APB_Slave

set clk_period 2.7
set clk_io_pct 0.2

create_clock -name clk0 -period $clk_period [get_ports {APB_CLK}]

set non_clock_inputs [all_inputs -no_clocks]
set_input_delay [expr $clk_period * $clk_io_pct] -clock clk0 $non_clock_inputs
set_output_delay [expr $clk_period * $clk_io_pct] -clock clk0 [all_outputs]
```

==> results.yml <==
# implementation run metrics
cts:
  cts_inserted_buffers: 202
  htree_num_levels: 4
  cts_root_buffer: "sky130_fd_sc_hd__clkbuf_16"
  latest_clock_arrival_within_the_worst_skew_pair_ns: 0.87
  cts_tree: "built"
  ctsLongestPathBuffers: 3
  numClockSinks: 2081
  clkSlewWorstSetupHoldPaths_ns: 0.06
floorplanning:
  floorplan.core_util: 0.403
  chipArea_mm2: 0.193
  number_of_core_rows: 160
  die_boundary_height_um: 440
  placeableCoreArea_mm2: 0.190
  io-pin-count: 102
  die.size.x_um: 440
worst_setup_path:
  register_to_register_setup_slack_ns: 0.58
  critical_path_capture_point: "APB_RDATA[25]$_DFFE_PN0P_"
  cp_data_arrival_time_ns: 3.51
  cells_on_worst_reg2reg_path: 8
  worstPathRequired_ns: 3.48
  regToRegStartpoint: "Slave_reg[26][28]$_DFFE_PP_"
  worstSetupStartpoint: "APB_ADDR[2]"
  critPathMaxFanout: 9
  worst_setup_path_type: "primary input to register"
  endpoint_kind: "register"
  crit_path_start_kind: "primary input"
  r2r-end: "APB_RDATA[28]$_DFFE_PN0P_"
placement:
  place_inst: 7287
  detailedPlacementHpwl_um: 207000
  count_of_buffers_from_port_buffering: 75
  place_ws_ns: -1.36
  routabilityCongestion: 1.03
synth:
  ys_sh_simple: 0.0628
  yosys_register_bits: 2081
  synth.distinct_cells: 69
  syn_area_mm2: 0.0766
  ys_async_sr_fraction: 0.0159
  synthesis.instances: 4185
  synthAdderAreaFrac: 0
  logic_family: "AND-OR/OR-AND gates"
  count_of_library_flops_with_an_enable_pin: 2048
  ys_warn_count: 2
  ys_chip_area_mm2: 0.0766
  synth.area.mux_share: 0.00452
  postSynthAreaPerCell_um2: 18.3
  xor_area_frac: 0
  post_synth_ao_oa_area_fraction: 0.0996
  ys_cells: 4185
  ys.flop_type: "sky130_fd_sc_hd__edfxtp_1"
  post_synthesis_sequential_area_ratio: 0.813
timing:
  min_period_over_period: 1.01
  worst_tran_pin_value_ns: 1.24
  final-hold-violation-count: 0
  grt_setup_unrepaired: "true"
  setup_viol_count_final: 1
  timing.final.crit_period_ns: 2.73
  final-max-slew-violation-count: 0
  timing.fmax_mhz: 366
  clock-skew-final_ns: 0.0506
  fin_worst_hold_slack_ns: 0.0846
  max-slew-margin-rel: 0.170
  final_critical_path_setup_slack_ns: -0.0286
power:
  max-vdd-ir-drop_v: 0.000754
  finalPower_mw: 66.4
  power.static_leakage_nw: 31.5
  power.density_mw_per_mm2: 696
outcome:
  run_status: "complete, but fails checks"
  failed_checks: "setup timing"
routing:
  drt.antenna.violating_nets: 0
  num_vias: 48100
  finalWirelength_um: 311000
  drt-vias-per-instance: 6.27
  detail_route.drc_violations: 0
  drt_iter0_drc: 4170
  detailed_router_iteration_count_before_antenna_repair: 7
  detail_route.wl_per_cell_um: 40.5
run:
  max-cap-violations: 0
  warnings: 54
layout:
  layout-drive-gt1-share: 0.255
  largest_register_ffs: 2048
  final-instance-count-excl-fill: 7671
  area_growth_syn_to_layout_pct: 24.6
global_route:
  met1_usage: 0.369
  gr-max-usage-layer: "met2"
  antenna_found_initial: 15
  gr-usage-all-layers: 0.355
  first_pass_grt_wire_length_um: 415000
  grt.overflow.total: 0
  global_routing_met2_resource_utilization: 0.468
  grt_start_max_net_pins: 65
  number_of_global_route_vias_before_repair: 49700
  global_route.usage.met3: 0.330
min_path:
  hp-class: "primary input to register"
  worstHoldStart: "APB_WDATA[24]"
-- Yosys cell counts (8+ instances only) --
library cell	n	area (um2)
sky130_fd_sc_hd__a2111oi_2	15	225
sky130_fd_sc_hd__clkbuf_1	103	387
sky130_fd_sc_hd__a2bb2oi_1	26	228
sky130_fd_sc_hd__buf_2	126	631
sky130_fd_sc_hd__and4_1	32	280
sky130_fd_sc_hd__a222oi_1	13	130
sky130_fd_sc_hd__o2bb2ai_1	10	87.6
sky130_fd_sc_hd__o22ai_1	36	225
sky130_fd_sc_hd__buf_6	29	327
sky130_fd_sc_hd__a22oi_1	686	5150
sky130_fd_sc_hd__a2111oi_0	48	420
sky130_fd_sc_hd__o22a_1	8	70.1
sky130_fd_sc_hd__nor4_1	54	338
sky130_fd_sc_hd__a22o_1	58	508
sky130_fd_sc_hd__a32oi_1	10	87.6
sky130_fd_sc_hd__nand2_1	30	113
sky130_fd_sc_hd__nor2_1	79	297
sky130_fd_sc_hd__nor3_1	11	55.1
sky130_fd_sc_hd__dfrtp_1	33	826
sky130_fd_sc_hd__nand3_1	171	856
sky130_fd_sc_hd__and3_1	208	1300
sky130_fd_sc_hd__edfxtp_1	2048	61500
sky130_fd_sc_hd__a21oi_1	56	280
sky130_fd_sc_hd__and2_1	38	238
sky130_fd_sc_hd__buf_1	9	33.8
sky130_fd_sc_hd__mux2i_1	29	290
sky130_fd_sc_hd__nand4_1	118	738
sky130_fd_sc_hd__buf_4	15	113
-- logic make-up after synthesis --
family          count (synthesis)
compound gates                988
mux                            34
buf+inv                       285
simple gates                  797
flops                        2081
-- metrics by stage --
stage,util,instance area (um2),TNS (ns)
global placement,0.466,88600,-765.99
CTS,0.501,95300,0
global route,0.502,95500,-0.00163
detailed placement,0.466,88600,-775.62
floorplan,-,76700,-623.05
finish,0.502,95500,-0.0286
-- layer usage --
metal / wire length [um] / share of wire / up-vias
li1: - / - / 19200
met4: 22900 / 0.073 / 53
met1: 88400 / 0.28 / 23500
met3: 66200 / 0.21 / 950
met5: 1370 / 0.0044 / -
met2: 132000 / 0.42 / 4434
-- area by class of cell --
cell class,instances,area (um2)
antenna,8,20.0
clock buffer,261,5370
clock inverter,112,1160
fill,15000,94700
inverter,1,3.75
multi-input combinational,1819,13700
sequential,2081,62300
tap,2511,3140
timing repair buffer,878,9730
-- what timing repair did --
| item | in CTS | in global routing |
|---|---|---|
| hold endpoints to repair | 16 | 0 |
| setup buffers | 0 | 1 |
| setup endpoints to repair | 15 | 21 |
| hold buffers | 2 | 0 |
| pin swaps | 0 | 9 |
| resized | 27 | 35 |
-- worst max-delay path: stages --
cell	delay, ns
sky130_fd_sc_hd__clkdlybuf4s50_1	0.45
sky130_fd_sc_hd__buf_12	0.17
sky130_fd_sc_hd__buf_4	0.20
sky130_fd_sc_hd__nor2b_2	0.96
sky130_fd_sc_hd__buf_4	0.28
sky130_fd_sc_hd__a22oi_1	0.09
sky130_fd_sc_hd__o22a_1	0.25
sky130_fd_sc_hd__nand4_1	0.18
sky130_fd_sc_hd__nor4_1	0.08
sky130_fd_sc_hd__buf_4	0.15
sky130_fd_sc_hd__a21oi_1	0.14
-- worst min-delay path by stage --
| stage | end | slack [ns] | depth (start not counted) |
|---|---|---|---|
| after global routing | Slave_reg[27][24]$_DFFE_PP_ | 0.09 | 1 |
| final | Slave_reg[27][24]$_DFFE_PP_ | 0.08 | 1 |
| after CTS | Slave_reg[27][24]$_DFFE_PP_ | 0.07 | 1 |
-- power breakdown --
part | internal (mW) | leakage [nW] | switching, mW
Sequential | 35.6 | 18.8 | 0.277
Combinational | 0.915 | 9.58 | 1.70
Clock | 15.6 | 3.15 | 12.3
-- placed cells by master (no fill, tap or decap), types with 9 or more instances in the layout --
cell,synthesis,final
sky130_fd_sc_hd__edfxtp_1,2048,2048
sky130_fd_sc_hd__a22oi_1,686,682
sky130_fd_sc_hd__buf_4,15,551
sky130_fd_sc_hd__buf_12,0,249
sky130_fd_sc_hd__and3_1,208,208
sky130_fd_sc_hd__clkbuf_16,0,205
sky130_fd_sc_hd__nand3_1,171,170
sky130_fd_sc_hd__nand4_1,118,118
sky130_fd_sc_hd__nor2_4,3,75
sky130_fd_sc_hd__a22o_1,58,58
sky130_fd_sc_hd__a21oi_1,56,56
sky130_fd_sc_hd__clkbuf_1,103,53
sky130_fd_sc_hd__nor4_1,54,41
sky130_fd_sc_hd__clkdlybuf4s50_1,0,41
sky130_fd_sc_hd__clkinv_1,0,40
sky130_fd_sc_hd__o22ai_1,36,36
sky130_fd_sc_hd__buf_2,126,34
sky130_fd_sc_hd__and2_2,0,33
sky130_fd_sc_hd__and4_1,32,32
sky130_fd_sc_hd__clkinv_2,0,32
sky130_fd_sc_hd__dfrtp_1,33,29
sky130_fd_sc_hd__nand2_1,30,29
sky130_fd_sc_hd__mux2i_1,29,29
sky130_fd_sc_hd__a2111oi_0,48,27
sky130_fd_sc_hd__a2bb2oi_1,26,26
sky130_fd_sc_hd__a2111oi_2,15,22
sky130_fd_sc_hd__bufinv_16,0,16
sky130_fd_sc_hd__a2111oi_1,2,13
sky130_fd_sc_hd__a222oi_1,13,13
sky130_fd_sc_hd__nor3_1,11,11
sky130_fd_sc_hd__a32oi_1,10,10
sky130_fd_sc_hd__o2bb2ai_1,10,10
sky130_fd_sc_hd__clkinvlp_4,0,9
Power and IR drop assume default switching activity.
